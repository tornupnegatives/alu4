==> flow/design.v <==
`default_nettype wire
module alu1 (
    input a,
    input b,
    input carry_in,
    input [2:0] select,
    output out,
    output carry_out
);
    and2 and2_ (
        .a(a),
        .b(b),
        .y(and_out)
    );
    inv1 inv1_ (
        .a(a),
        .y(not_out)
    );
    or2 or2_ (
        .a(a),
        .b(b),
        .y(or_out)
    );
    xor2 xor2_ (
        .a(a),
        .b(b),
        .y(xor_out)
    );
    mux4 logic_unit_mux4 (
        .in({and_out, or_out, xor_out, not_out}),
        .select(select[1:0]),
        .out(logic_unit_out)
    );
    arithmetic_unit arithmetic_unit_ (
        .a(a),
        .b(b),
        .carry_in(carry_in),
        .operation(select[1:0]),
        .out(arith_unit_out),
        .carry_out(carry_out)
    );
    mux2 output_mux2 (
        .a(logic_unit_out),
        .b(arith_unit_out),
        .select(select[2]),
        .out(out)
    );
endmodule
`default_nettype none
`default_nettype wire
module alu4 (
    input [3:0] a,
    input [3:0] b,
    input [2:0] select,
    input carry_in,
    output [3:0] out,
    output carry_out
);
alu1 a0(
    .a(a[0]),
    .b(b[0]),
    .carry_in(carry_in),
    .select(select),
    .out(out[0]),
    .carry_out(carry_out0)
);
alu1 a1(
    .a(a[1]),
    .b(b[1]),
    .carry_in(carry_out0),
    .select(select),
    .out(out[1]),
    .carry_out(carry_out1)
);
alu1 a2(
    .a(a[2]),
    .b(b[2]),
    .carry_in(carry_out1),
    .select(select),
    .out(out[2]),
    .carry_out(carry_out2)
);
alu1 a3(
    .a(a[3]),
    .b(b[3]),
    .carry_in(carry_out2),
    .select(select),
    .out(out[3]),
    .carry_out(carry_out)
);
endmodule
`default_nettype none
`default_nettype wire
module add1 (
    input  a,
    input  b,
    input  carry_in,
    output out,
    output carry_out
);
    xor2 x0 (
        .a(a),
        .b(b),
        .y(x)
    );
    xor2 x1 (
        .a(carry_in),
        .b(x),
        .y(out)
    );
    and2 a0 (
        .a(a),
        .b(b),
        .y(y)
    );
    and2 a1 (
        .a(carry_in),
        .b(x),
        .y(z)
    );
    or2 o0 (
        .a(y),
        .b(z),
        .y(carry_out)
    );
endmodule
`default_nettype none
`default_nettype wire
module arithmetic_unit (
    input a,
    input b,
    input carry_in,
    input [1:0] operation,
    output out,
    output carry_out
);
    inv1 inv1_ (
        .a(b),
        .y(b_n)
    );
    mux4 mux4_ (
        .in({1'b0, b, b_n, 1'b1}),
        .select(operation),
        .out(adder_b)
    );
    add1 add1_ (
        .a(a),
        .b(adder_b),
        .carry_in(carry_in),
        .out(out),
        .carry_out(carry_out)
    );
endmodule
`default_nettype none
`default_nettype wire
module and2 (
    input  a,
    input  b,
    output y
);
    and (y, a, b);
endmodule
`default_nettype none
`default_nettype wire
module inv1 (
    input  a,
    output y
);
    not (y, a);
endmodule
`default_nettype none
`default_nettype wire
module or2 (
    input  a,
    input  b,
    output y
);
    not (a_n, a);
    not (b_n, b);
    nand (y, a_n, b_n);
endmodule
`default_nettype none
`default_nettype wire
module xor2 (
    input  a,
    input  b,
    output y
);
    nand (stage_1, a, b);
    nand (stage_2, a, stage_1);
    nand (stage_3, stage_1, b);
    nand (y, stage_2, stage_3);
endmodule
`default_nettype none
`default_nettype wire
module mux2 (
    input  a,
    input  b,
    input  select,
    output out
);
    inv1 inv1_0 (
        .a(select),
        .y(select_n)
    );
    and2 and2_0 (
        .a(a),
        .b(select),
        .y(x)
    );
    and2 and2_1 (
        .a(b),
        .b(select_n),
        .y(y)
    );
    or2 or2_0 (
        .a(x),
        .b(y),
        .y(out)
    );
endmodule
`default_nettype none
`default_nettype wire
module mux4 (
    input [3:0] in,
    input [1:0] select,
    output out
);
    mux2 mux2_0_0 (
        .a(in[0]),
        .b(in[1]),
        .select(select[0]),
        .out(col_0_0)
    );
    mux2 mux2_0_1 (
        .a(in[2]),
        .b(in[3]),
        .select(select[0]),
        .out(col_0_1)
    );
    mux2 mux2_1_0 (
        .a(col_0_0),
        .b(col_0_1),
        .select(select[1]),
        .out(out)
    );
endmodule
`default_nettype none
==> flow/run.sh <==
#!/bin/bash
# OpenROAD 26Q1-2900-gdf79404cd8, Yosys 0.63+post, stock flow scripts
make -C /OpenROAD-flow-scripts/flow DESIGN_CONFIG=/design/flow/config.mk WORK_HOME=/design/flow/orfs finish
==> flow/config.mk <==
export PLATFORM = sky130hd
export DESIGN_NAME = alu4
export DESIGN_NICKNAME = alu4
export VERILOG_FILES = /design/flow/design.v
export SDC_FILE = /design/flow/constraint.sdc
export NUM_CORES = 4
export LEC_CHECK = 1
export CORE_AREA = 10 10 70 70
export DIE_AREA = 0 0 80 80
export SYNTH_HDL_FRONTEND = slang
==> flow/constraint.sdc <==
current_design alu4

set clk_period 4.3
set clk_io_pct 0.2

create_clock -name clk0 -period $clk_period

set non_clock_inputs [all_inputs -no_clocks]
set_input_delay [expr $clk_period * $clk_io_pct] -clock clk0 $non_clock_inputs
set_output_delay [expr $clk_period * $clk_io_pct] -clock clk0 [all_outputs]
==> impl_metrics.sql <==
-- flow metrics import
INSERT INTO impl_metrics (metric_group, metric, value, unit) VALUES
('synth', 'yosys_warnings', '0', ''),
('die', 'dieWidth', '80', 'um'),
('finish', 'flop_area', '0', 'sq um'),
('timing', 'hold_violations', '0', ''),
('run', 'maxCapViolCount', '0', ''),
('critical_path', 'cp_common_cell', 'sky130_fd_sc_hd__fa_1', ''),
('timing', 'worst-slew-pin-transition', '403', 'ps'),
('run', 'warning_count', '36', ''),
('synth', 'post_synth_num_cell_types', '14', ''),
('timing', 'setup_tns', '0', 'ps'),
('die', 'number_of_top_level_pins', '17', ''),
('drt', 'drt-vias-per-instance', '3.46', ''),
('global_routing', 'grt_start_max_net_pins', '17', ''),
('synth', 'top_area_share', '20.8', '%'),
('critical_path', 'worst-endpoint-required', '3440', 'ps'),
('global_routing', 'first_pass_grt_wire_length', '2.04', 'mm'),
('critical_path', 'critical_path.n_buffers_inverters', '3', ''),
('drt', 'drt-initial-drc-count', '11', ''),
('critical_path', 'crit_cells', '8', ''),
('global_routing', 'global_route.peak_usage_layer', 'met2', ''),
('critical_path', 'critical_path.endpoint_type', 'output port', ''),
('finish', 'layout-drive-gt1-share', '22.1', '%'),
('global_routing', 'global_route.overflow_total', '0', ''),
('synth', 'ys_cells', '58', ''),
('critical_path', 'critPathTopFamily', 'adder cells', ''),
('critical_path', 'critPathLaunch', 'b[1]', ''),
('timing', 'setup_viol_count_final', '0', ''),
('placed_design', 'postPlaceCellArea', '721', 'sq um'),
('cts', 'hold_buf_count_cts', '0', ''),
('timing', 'final.period_utilization', '97.5', '%'),
('synth', 'synth.top_cells.by_area', 'sky130_fd_sc_hd__ha_1 21%, sky130_fd_sc_hd__fa_1 17%, sky130_fd_sc_hd__inv_1 12%', ''),
('synth', 'synth_area', '482', 'sq um'),
('drt', 'post_drt_wl_per_cell', '9.89', 'um'),
('timing', 'worst_slew_margin_rel', '73.1', '%'),
('finish', 'syn_to_final_growth', '50.4', '%'),
('timing', 'rsz_0062_raised_after_global_routing', 'false', ''),
('critical_path', 'startpoint_type', 'input pin', ''),
('global_routing', 'grt_antenna_before_repair', '0', ''),
('timing', 'timing.final.max_slew_violations', '0', ''),
('die', 'rows', '21', ''),
('finish', 'final_design_area_no_fill', '724', 'sq um'),
('drt', 'drt_first_pass_iters', '3', ''),
('finish', 'final_core_util', '21.2', '%'),
('die', 'die_height', '80', 'um'),
('critical_path', 'cpMaxStageDelayCell', 'sky130_fd_sc_hd__clkdlybuf4s50_1', ''),
('drt', 'route.detailed.drc', '0', ''),
('critical_path', 'endpoint', 'out[3]', ''),
('global_routing', 'track_usage', '3.71', '%'),
('run_status', 'outcome', 'complete, no violations', ''),
('synth', 'postSynthSeqShare', '0', '%'),
('critical_path', 'critical_path.max_stage_delay', '490', 'ps'),
('critical_path', 'critical_path.cell_chain', 'clkdlybuf4s50_1 > mux2_2 > fa_2 > fa_1 > inv_1 > fa_1 > a221oi_2 > buf_2', ''),
('global_routing', 'met1_usage', '5.21', '%'),
('die', 'design.die.area', '6400', 'sq um'),
('critical_path', 'path_max_fanout', '2', ''),
('timing', 'fin_crit', '4190', 'ps'),
('hold_path', 'worst_hold_path_type', 'input pin to output port', ''),
('drt', 'route.final.wire_length', '1.22', 'mm'),
('synth', 'synth_area_per_cell', '8.31', 'sq um'),
('finish', 'layout.clock_buffers', '0', ''),
('drt', 'drtAntennaViolNets', '0', ''),
('cts', 'count_of_buffers_added_by_post_cts_timing_repair_for_setup', '0', ''),
('drt', 'route.antenna.diode_count', '0', ''),
('drt', 'dr_total_vias', '425', ''),
('global_routing', 'gr-usage-met3', '1.36', '%'),
('global_routing', 'via_count_of_the_first_global_routing_pass', '458', ''),
('die', 'initial_utilization', '14.1', '%'),
('placed_design', 'port_buffers', '17', ''),
('timing', 'clock.fmax', '0.239', 'GHz'),
('global_routing', 'grt.met2_usage', '5.62', '%'),
('power', 'leakage', '0.348', 'nW'),
('critical_path', 'path_class', 'input pin to output port', ''),
('die', 'core_region_area', '3420', 'sq um'),
('synth', 'cell_type_with_the_largest_total_area_after_synthesis', 'sky130_fd_sc_hd__ha_1', ''),
('placed_design', 'gp_congestion', '0.768', ''),
('placed_design', 'post-dp-hpwl', '1.05', 'mm'),
('finish', 'flip_flop_and_latch_count', '0', ''),
('power', 'power_density', '100', 'nW/um^2'),
('synth', 'synth.yosys.chip_area', '482', 'sq um'),
('synth', 'netlist_instances', '58', ''),
('power', 'worst_ir_drop_vdd', '0.0206', 'mV'),
('critical_path', 'worst-endpoint-arrival', '3330', 'ps');
[timing repair]
item                                    CTS  global route
gates resized                             8             2
pin swaps                                 2             2
endpoints found under the setup margin    2             2
[area by class of cell]
type                       count  area, sq um
fill                         377         2690
timing repair buffer          24          218
tap                           46         57.6
multi-input combinational     38          393
inverter                      15         56.3
[layer usage]
layer  vias up  part of all wire (%)  wire [um]
met5         -                     0          0
met4         0                     0          0
met3         0                    10        121
met2        10                    44        532
met1       189                    46        561
li1        226                     -          -
[worst min path at each step]
| stage | startpoint | endpoint | slack (ps) | cells past startpoint |
|---|---|---|---|---|
| CTS | select[2] | out[3] | 2550 | 4 |
| global route | select[2] | out[3] | 2590 | 4 |
| finish | select[0] | out[3] | 2490 | 7 |
[stage by stage]
| stage | total power [mW] | hold slack [ps] | cells | setup slack (ps) |
|---|---|---|---|---|
| 6_report | 0.0726 | 2490 | 123 | 108 |
| 5_1_grt | 0.0826 | 2590 | 123 | 2.23 |
| 4_1_cts | 0.0741 | 2550 | 123 | 12.8 |
| 3_5_place_dp | 0.0747 | 2830 | 123 | -536 |
| 3_3_place_gp | 0.0730 | 2840 | 123 | -500 |
| 2_1_floorplan | 0.0421 | 1940 | 58 | 433 |
[Yosys cell counts]
| cell | n |
|---|---|
| sky130_fd_sc_hd__ha_1 | 8 |
| sky130_fd_sc_hd__a211oi_1 | 2 |
| sky130_fd_sc_hd__o21ai_0 | 3 |
| sky130_fd_sc_hd__nand2_1 | 3 |
| sky130_fd_sc_hd__o21ai_2 | 1 |
| sky130_fd_sc_hd__inv_1 | 15 |
| sky130_fd_sc_hd__o221ai_1 | 2 |
| sky130_fd_sc_hd__mux2_2 | 2 |
| sky130_fd_sc_hd__buf_4 | 4 |
| sky130_fd_sc_hd__nor2b_1 | 7 |
| sky130_fd_sc_hd__mux2i_1 | 4 |
| sky130_fd_sc_hd__buf_6 | 1 |
| sky130_fd_sc_hd__a221oi_2 | 2 |
| sky130_fd_sc_hd__fa_1 | 4 |
[logic make-up (layout without fill, tap and decap cells)]
group	count (synthesis)	in the layout	share of synthesized area (%)
fa+ha+maj	12	12	37.4
simple gates	10	10	11.4
buf+inv	20	39	20.3
mux	6	6	13.0
compound gates	10	10	17.9
[power breakdown]
| part | internal, mW | total, mW | switching (mW) | leakage (nW) |
|---|---|---|---|---|
| clock network | 0 | 0 | 0 | 0 |
| registers | 0 | 0 | 0 | 0 |
| logic | 0.0434 | 0.0726 | 0.0292 | 0.348 |
| total | 0.0434 | 0.0726 | 0.0292 | 0.348 |
[layout by cell type, fill, tap and decap left out, drive strengths merged]
| cell type | Yosys | routed |
|---|---|---|
| a211oi | 2 | 2 |
| nor2b | 7 | 7 |
| o221ai | 2 | 2 |
| mux2i | 4 | 4 |
| nand2 | 3 | 3 |
| clkdlybuf4s50 | 0 | 13 |
| fa | 4 | 4 |
| ha | 8 | 8 |
| buf | 5 | 8 |
| mux2 | 2 | 2 |
| dlygate4sd2 | 0 | 2 |
| inv | 15 | 15 |
| o21ai | 4 | 4 |
| dlymetal6s2s | 0 | 1 |
| a221oi | 2 | 2 |
Power is estimated from default activity; no workload was simulated.
